**flow/design.v**
```verilog
module seq_detect2(output reg flag,
                   input din, clk, rst_n);
    localparam IDLE = 9'b0_0000_0001, A = 9'b0_0000_0010, B = 9'b0_0000_0100,
                  C = 9'b0_0000_1000, D = 9'b0_0001_0000, E = 9'b0_0010_0000,
                  F = 9'b0_0100_0000, G = 9'b0_1000_0000, H = 9'b1_0000_0000;
    reg [8:0] state;
    always @(negedge clk) begin
      if (!rst_n) begin 
        flag <= 1'b0; 
        state <= IDLE;
      end
      else begin
        flag <= ((state == D) | (state == H))? 1'b1 : 1'b0;
        case (state)
          IDLE:   state <= (din)? A : E;
          A:      state <= (din)? B : E;
          B:      state <= (din)? B : C;
          C:      state <= (din)? D : E;
          D:      state <= (din)? G : E;
          E:      state <= (din)? F : E;
          F:      state <= (din)? G : E;
          G:      state <= (din)? B : H;
          H:      state <= (din)? D : E;
          default: state <= IDLE;
        endcase
      end 
    end
endmodule
```
**flow/run.sh**
```bash
#!/bin/bash
# OpenROAD 26Q1-2900-gdf79404cd8, Yosys 0.63+post, stock flow scripts
make -C /OpenROAD-flow-scripts/flow DESIGN_CONFIG=/design/flow/config.mk WORK_HOME=/design/flow/orfs finish
```
**flow/config.mk**
```make
export PLATFORM = sky130hd
export DESIGN_NAME = seq_detect2
export DESIGN_NICKNAME = seq_detect2
export VERILOG_FILES = /design/flow/design.v
export SDC_FILE = /design/flow/constraint.sdc
export NUM_CORES = 4
export LEC_CHECK = 1
export CORE_AREA = 10 10 70 70
export DIE_AREA = 0 0 80 80
```
**flow/constraint.sdc**
```tcl
current_design seq_detect2

set clk_period 1.4
set clk_io_pct 0.2

create_clock -name clk0 -period $clk_period [get_ports {clk}]

set non_clock_inputs [all_inputs -no_clocks]
set_input_delay [expr $clk_period * $clk_io_pct] -clock clk0 $non_clock_inputs
set_output_delay [expr $clk_period * $clk_io_pct] -clock clk0 [all_outputs]
```
==> flow_summary_export.csv <==
group,metric,value,unit
global_routing,grtUsageTotal,0.0182,
floorplanning,initial_utilization,0.0883,
clock_network,htree_levels,1,
clock_network,clkSinkCount,10,
clock_network,clk_path_buf_depth,2,
logic_synthesis,yosys-stat-cells,30,
logic_synthesis,ys_chip_area,302,um2
floorplanning,rows,21,
worst_setup_path,max_stage_delay,0.28,ns
timing,worst_slack,-0.280,ns
cells_and_area,synthToLayoutAreaGrowth,45.6,%
drt,wire_per_inst,6.20,um
drt,drtIter0Drc,25,
cells_and_area,comb_area,86.3,um2
drt,viasPerCell,2.65,
floorplanning,io_pins,4,
worst_setup_path,crit_buf_inv,1,
job,max-cap-violations,0,
global_routing,grt_max_degree,6,
timing,maxSlewViolCount,0,
drt,vias,241,
timing,setup_viol,1,
timing,relSlewSlack,0.872,
logic_synthesis,avgSynthCellArea,10.1,um2
timing,worst_hold_slack,0.423,ns
global_routing,grt_overflow,0,
cells_and_area,layout-drive-gt1-share,0.178,
drt,drt-pass1-iter-count,2,
timing,hold_viol,0,
logic_synthesis,syn_inst,30,
clock_network,cts_tree,"built",
cells_and_area,regArea,200,um2
pwr,p_leak,0.200,nW
floorplanning,core,0.00342,mm2
pwr,irDropWorstVdd,0.000216,V
worst_setup_path,endpoint_kind,"primary output",
status,status,"complete, but fails checks",
worst_setup_path,criticalPathCategory,"register to primary output",
timing,final.setup.tns,-0.280,ns
place,io_buffers,3,
cells_and_area,fillCellCount,394,
worst_setup_path,critPathTopFamily,"flip-flops",
drt,diodes,0,
clock_network,cts_buffers,3,
logic_synthesis,ys_types,9,
clock_network,ctsHoldBuffers,0,
status,violations,"negative setup slack",
place,place_area,389,um2
place,dp.cells,79,
worst_setup_path,cp_max_fo,1,
drt,wl,564,um
clock_network,cts_setup_buffers,0,
clock_network,root_buffer,"clkbuf_4",
cells_and_area,layoutNonFillerInstCount,91,
floorplanning,die_h,80,um
timing,rsz0062_at_grt,"yes",
logic_synthesis,ys.flops,10,
floorplanning,die_width,80,um
logic_synthesis,synth_warnings,1,
worst_hold_path,worstHoldPathType,"register to register",
pwr,power,616,uW
pwr,power.density,1400,mW/mm2
worst_setup_path,arrival,1.40,ns
worst_setup_path,path_cells,"buf_2",
place,place.gp.congestion,0.680,
clock_network,clk_latency,0.33,ns
timing,max_slew.worst_pin.slew,0.192,ns
worst_setup_path,slowest_stage,"dfxtp_1",
floorplanning,die_area,0.00640,mm2
timing,fin_skew,0.0158,ns
worst_setup_path,required,1.12,ns
clock_network,cts.clk_slew.worst_paths,0.03,ns
cells_and_area,stdcell_area,439,um2
place,dp_hpwl,396,um
global_routing,grt_pass1_wl,924,um
logic_synthesis,yosysSeqAreaShare,0.664,
logic_synthesis,synth_area,302,um2
job,warning_count,37,
global_routing,antenna_found_initial,0,
drt,drc_errors,0,
worst_setup_path,startpoint_type,"register",
drt,antenna_left,0,
global_routing,grt_pass1_vias,255,
==> flip-flops by register name (all words and copies together) (netlist names) <==
name and count:
flag 1, state 9
==> metal layers <==
metal	up-vias	track usage	wire, um
met3	2	0.0170	50
met5	-	0	0
li1	124	-	-
met2	8	0.0217	243
met4	0	0.0194	36
met1	107	0.0169	234
==> synthesized netlist by cell type (all sizes together) <==
cell type	n	share of area
a31oi	1	0.021
and3	2	0.050
dfxtp	10	0.66
inv	4	0.050
nand2	1	0.021
nand2b	1	0.021
nor2	8	0.10
nor3	2	0.033
nor4	1	0.041
==> through the flow <==
| step | utilization | setup WS (ns) |
|---|---|---|
| 2_1_floorplan | - | 0.0822 |
| 3_3_place_gp | 0.114 | -0.490 |
| 3_5_place_dp | 0.114 | -0.524 |
| 4_1_cts | 0.128 | -0.295 |
| 5_1_grt | 0.129 | -0.308 |
| 6_report | 0.129 | -0.280 |
==> worst paths after layout <==
kind / startpoint / end / slack [ns] / cells after the start
min: state[2] / state[1] / 0.42 / 2
max reg2reg: state[1] / state[4] / 0.69 / 2
min reg2reg: state[2] / state[1] / 0.42 / 2
max: flag / flag / -0.28 / 1
==> worst reg2reg max path, cell delays in order, from the launching register on <==
cell	delay (ns)
dfxtp_1	0.30
nor2_1	0.17
a31oi_1	0.12
==> cells by family (layout without fill, tap and decap cells) <==
family,Yosys count,in the layout,synth area share
compound gates,1,1,0.0208
flops,10,10,0.664
simple gates,15,15,0.266
buf+inv,4,19,0.0498
==> what timing repair did <==
item	4_1_cts	5_1_grt
setup endpoints to repair	11	2
pin swaps	0	0
gates cloned	0	0
resized	5	1
==> final cells by class <==
cell class / instances / share of cell area
clock inverters: 10 / 0.0855
repair buffers: 3 / 0.0541
multi-input cells: 16 / 0.197
flip-flops and latches: 10 / 0.456
well taps: 46 / 0.131
inverters: 3 / 0.0256
clock buffers: 3 / 0.0513
==> power breakdown <==
part / leakage [nW] / switching, mW / internal, mW
Sequential: 0.0814 / 0.00311 / 0.294
Clock: 0.0671 / 0.163 / 0.137
Combinational: 0.0511 / 0.0102 / 0.00873
Total: 0.200 / 0.176 / 0.440
==> cells in the final DEF (no fill, tap or decap) <==
cell type | Yosys | routed
nor2_1 | 8 | 8
inv_1 | 4 | 13
dlygate4sd2_1 | 0 | 1
and3_2 | 2 | 2
a31oi_1 | 1 | 1
nor4_2 | 1 | 1
clkbuf_4 | 0 | 3
clkdlybuf4s15_1 | 0 | 1
nand2b_1 | 1 | 1
nand2_2 | 1 | 1
nor3_1 | 2 | 2
buf_2 | 0 | 1
dfxtp_1 | 10 | 10
Power figures rest on the tool's default switching activity, not on a simulated workload.
