**design/flow/design.v**
```verilog
module LFSR(output reg [1:26] q,
            input clk,
            input rst_n,
            input load,
            input [1:26] din);
  reg out;
  always @(posedge clk) begin
    if (~rst_n)
      q <= 26'b0;
    else begin
      if (load)
        q <= (!din) ? din : 26'b1;
      else begin
        if (q == 26'b0)
          q <= 26'b1;
        else begin
          q[10:26] <= q[9:25];
          q[9] <= q[8] ^ q[26];
          q[8] <= q[7] ^ q[26];
          q[3:7] <= q[2:6]; 
          q[2] <= q[1] ^ q[26];
          q[1] <= q[26];
        end
      end
    end
  end
endmodule
```
**design/flow/run.sh**
```bash
#!/bin/bash
# OpenROAD 26Q1-2900-gdf79404cd8, Yosys 0.63+post, stock flow scripts
make -C /OpenROAD-flow-scripts/flow DESIGN_CONFIG=/design/flow/config.mk WORK_HOME=/design/flow/orfs finish
```
**design/flow/config.mk**
```make
export PLATFORM = sky130hd
export DESIGN_NAME = LFSR
export DESIGN_NICKNAME = LFSR
export VERILOG_FILES = /design/flow/design.v
export SDC_FILE = /design/flow/constraint.sdc
export NUM_CORES = 4
export LEC_CHECK = 1
export CORE_AREA = 10 10 101 101
export DIE_AREA = 0 0 111 111
```
**design/flow/constraint.sdc**
```tcl
current_design LFSR

set clk_period 1.5
set clk_io_pct 0.2

create_clock -name clk0 -period $clk_period [get_ports {clk}]

set non_clock_inputs [all_inputs -no_clocks]
set_input_delay [expr $clk_period * $clk_io_pct] -clock clk0 $non_clock_inputs
set_output_delay [expr $clk_period * $clk_io_pct] -clock clk0 [all_outputs]
```
==> results.txt <==
run results: status=finished, violations left, failing checks=setup timing, Num CTS Buffers=3, CP peak stage delay=0.34 ns, FP Core Util=0.109, FFs w/ async S/R, synth=0, Yosys top cell area share=0.586, yosys warns=1, final setup fails=21, pwr/cell area=750 nW/um^2, Insertion Delay late pin=0.26 ns, Sum Neg Setup Slack=-0.877 ns, DR pass1 iterations=3, antenna violations before repair=0, layout cells sized above 1=0.286, CTS Sinks=26, critical path's slowest cell=o21ba_4, routed vias=808, CP bufs+invs=1, H-tree Lvls=1, core area=8130 um^2, clk buf depth=2, non-filler cells, final=252, die height=111 um, Yosys cell types=16, CTS tree=yes, wire length on met1=1390 um, RSZ-0062 raised after global routing=yes, Log Warnings=27, Placed Cells=247, Flops after synth=26, crit end category=register, vias in the first global route=893, Critical Path AT=1.72 ns, Worst path top cell family by delay=simple AND/OR/NAND/NOR gates, Die Span X=111 um, met3 routed WL=403 um, Gate Area=384 um^2, cell row count=33, Post-synth top cells=dfxtp_1, and2_1, nor4_1, drt first-iter violations=36, ANT cells=0, Max Used Layer=met4, Post-Syn Area=888 um^2, RePlAce Congestion=0.750, period utilization=1.04, GRT overflow=0, type of the worst setup path=reg -> reg, Yosys top cell by area=dfxtp_1, worst hold path class=reg -> reg, VDD IR max=0.357 mV, Vias/cell=3.21, Fmax=643 MHz, Worst Setup Start Kind=register, most common cell in the netlist=dfxtp_1, largest net degree at the start of global routing=22, FF+latch area=536 um^2, cells in synth_stat.txt=79, Tot GR Track Use=0.0453, Final ANT Viol Nets=0, PortBufs=54, Pleak=0.717 nW, clk slew on worst S/H paths=0.08 ns, Routed WL per cell=12.0 um, global-route wire length before repair=4560 um, largest reg by FF count=q, Fin. Hold Viols=0, Primary FF master, synth=dfxtp_1, Mapped Cells=79, Req. time, crit path=1.66 ns, Crit Path Max Fanout=11, Post-synth EDFFs=0, HPWL Detailed=2540 um, clock skew=0.00399 ns, max-slew violations=0, crit-path cells=nor4_2 > buf_4 > nand4_1 > o21ba_4 > and2_1, synth top area cells=dfxtp_1, and2_4, and2_1, nor4_1, xnor2_1, Post-Syn Area per Cell=11.2 um^2, fin worst setup slack=-0.0546 ns, Routed WL=3030 um, Syn-to-layout area delta=96.8%, max-cap violation count=0, # IOs=55, actual slew at the worst max-slew pin=0.268 ns, Tmin final=1.55 ns, Largest register FFs=26, fill count=867, Largest regs=q x26, met2 WL=1220 um, Synth Seq Share=0.586, DRC violations left=0, Max-slew headroom=0.820, root buffer cell=clkbuf_8, yosys stat chip area=888 um^2, die area=12300 um^2
==> area by class of cell <==
| class | instances | share of cell area |
|---|---|---|
| sequential | 26 | 0.306 |
| tap | 105 | 0.0752 |
| timing repair buffer | 65 | 0.365 |
| multi-input combinational | 51 | 0.220 |
| inverter | 1 | 0.00215 |
| clock buffer | 4 | 0.0315 |
==> final timing paths <==
path,start,to,slack [ns],cells after the start
worst max register to register,q[18]$_SDFF_PN0_,q[6]$_SDFF_PN0_,-0.05,5
worst max-delay path,q[18]$_SDFF_PN0_,q[6]$_SDFF_PN0_,-0.05,5
worst min register to register,q[2]$_SDFF_PN0_,q[3]$_SDFF_PN0_,0.46,2
worst min-delay path,q[2]$_SDFF_PN0_,q[3]$_SDFF_PN0_,0.46,2
==> power by group <==
part | total [mW] | switching, mW | internal, mW
sequential | 0.706 | 0.00751 | 0.699
clock | 0.433 | 0.199 | 0.234
combinational | 0.172 | 0.0566 | 0.115
total | 1.31 | 0.263 | 1.05
==> per-stage QoR <==
stage	power (mW)	util	setup WS [ns]	hold slack [ns]	instance area, um^2
finish	1.31	0.215	-0.0546	0.461	1750
global route	1.37	0.215	-0.104	0.483	1750
CTS	1.31	0.208	-0.00767	0.460	1690
detailed placement	0.876	0.199	-0.161	0.444	1620
global placement	0.874	0.199	-0.137	0.443	1620
floorplan	0.768	-	0.136	0.408	888
==> per-layer routing <==
layer  GRT usage  vias to the layer above
met5           0                        -
met4     0.00260                        0
met3      0.0328                        2
met2      0.0676                       42
met1      0.0538                      352
li1            -                      412
==> layout by cell type (no fill, tap or decap) <==
cell type        Yosys  layout
dlymetal6s2s_1       0       4
and4_1               1       1
dlygate4sd2_1        0       2
nor4b_1              1       1
clkdlybuf4s50_1      0      48
buf_4                0       9
o311a_1              1       1
and2_4              10      10
nor3_1               2       2
nor4_2               0       2
inv_1                1       1
o21ba_4              0       2
nor4_1              11       9
nand3_1              1       1
buf_6                2       2
nand2b_1             1       1
clkbuf_8             0       4
dfxtp_1             26      14
nand4_1              2       2
and2_1              11      11
nor2_1               5       4
nor2_4               0       1
dfxtp_2              0      12
xnor2_1              3       3
==> tightest hold or removal path: stages, from the launching register on <==
cell	delay (ns)
dfxtp_1	0.34
inv_1	0.05
nor2_1	0.04
==> cells by family after synthesis <==
| family | Yosys count | share of synthesized area |
|---|---|---|
| buffers and inverters | 3 | 0.0296 |
| AND/OR/NAND/NOR | 45 | 0.332 |
| AND-OR/OR-AND | 2 | 0.0225 |
| XOR/XNOR | 3 | 0.0296 |
| flip-flops | 26 | 0.586 |
==> repair_timing <==
action	in CTS	in global routing
gates cloned	0	1
hold buffers	0	0
pin swaps	2	2
resized	9	17
setup endpoints to repair	25	32
buffers inserted	0	0
Power and IR drop assume default switching activity.
