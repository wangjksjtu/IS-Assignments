==> flow/design.v <==
module counter8b_updown(output reg [7:0] count,
                        input clk,
                        input reset,
                        input dir);
  always @(posedge clk or negedge reset) begin
    if (~reset) begin
      count = 0;
    end  
    else begin
      if (dir == 1) count = count + 1;
      else count = count - 1;  
    end
  end
endmodule
==> flow/run.sh <==
#!/bin/bash
# OpenROAD 26Q1-2900-gdf79404cd8, Yosys 0.63+post, stock flow scripts
make -C /OpenROAD-flow-scripts/flow DESIGN_CONFIG=/design/flow/config.mk WORK_HOME=/design/flow/orfs finish
==> flow/config.mk <==
export PLATFORM = sky130hd
export DESIGN_NAME = counter8b_updown
export DESIGN_NICKNAME = counter8b_updown
export VERILOG_FILES = /design/flow/design.v
export SDC_FILE = /design/flow/constraint.sdc
export NUM_CORES = 4
export LEC_CHECK = 1
export CORE_AREA = 10 10 70 70
export DIE_AREA = 0 0 80 80
==> flow/constraint.sdc <==
current_design counter8b_updown

set clk_period 3.7
set clk_io_pct 0.2

create_clock -name clk0 -period $clk_period [get_ports {clk}]

set non_clock_inputs [all_inputs -no_clocks]
set_input_delay [expr $clk_period * $clk_io_pct] -clock clk0 $non_clock_inputs
set_output_delay [expr $clk_period * $clk_io_pct] -clock clk0 [all_outputs]
==> results_slide.txt <==
Key Metrics from the Run

Status
  – Result of the run: finished, final reports clean

GRT
  – Remaining Overflow, GRT: 0
  – Global Route Usage Sum: 3.33%
  – Vias in the first global route: 378
  – Wire length of the first global-routing pass: 1.68 mm
  – Maximum number of pins on one net before global-route repair: 9
  – Initial antenna violation count: 0

Drt
  – DRT met1 WL: 444 um
  – Ant diodes: 0
  – DR vias/cell: 3.38
  – Met2 wire length: 449 um
  – Vias: 348
  – DR top layer: met4
  – Count of TritonRoute iterations in the first routing pass: 3
  – Remaining antenna violation count: 0
  – Wirelength, routed: 1.02 mm
  – Routed length per instance: 9.88 um
  – Routed wire length on met3: 115 um
  – Number of DRC violations after detailed routing: 0
  – Number of DRC violations after detailed-routing iteration 0: 9

Die
  – Fraction of the core area occupied by cells at floorplan: 14.1%
  – Horizontal die dimension: 80 um
  – Number of placed I/O pins: 11
  – Die height: 80 um
  – Standard-cell row count: 21
  – Area of the core region: 3420 um^2
  – Die Area: 6400 um^2

Clock tree
  – Clock H-tree levels: 1
  – Clock-pin transition on the worst setup and hold timing paths: 0.05 ns
  – Clock latency of the later-clocked register in the worst-skew pair: 0.25 ns
  – CTS tree: yes
  – Clock sink total: 8
  – Root buffer selected by CTS: sky130_fd_sc_hd__clkbuf_4
  – Total CTS buffers: 3
  – Total of hold buffers inserted after clock tree synthesis: 0
  – Number of buffers on the longest clock path: 2
  – # resized after CTS: 0
  – Setup Fix Bufs, Post-CTS: 0

Layout
  – Max FFs per register: 8
  – Post-layout util: 19.4%
  – Layout Cell Area excl Fill: 662 um^2
  – Area growth syn-to-layout: 37.4%
  – Share of cells above drive strength 1: 8.77%
  – Filler cell count in the final layout: 380

Yosys
  – Post-synthesis cell type count: 17
  – Cell area after technology mapping: 482 um^2
  – Avg Synthesized Cell Area: 10.9 um^2
  – Number of warnings printed during yosys synthesis: 1
  – Post-synthesis sequential area ratio: 41.6%
  – # Cells Yosys: 44
  – Chip area line of the yosys report: 482 um^2
  – Flip-flop and latch count after synthesis: 8
  – Post-synthesis instance total: 44

Final timing
  – RSZ-0062 raised after global routing: false
  – Final worst path period need: 2.30 ns
  – Final worst hold slack: 0.542 ns
  – Skew final: 0.00651 ns
  – Portion of the clock cycle consumed by the worst path in the final layout: 62.2%
  – Max-Slew Margin vs Limit: 75.5%
  – Maximum achievable frequency: 0.435 GHz
  – Pins over their slew limit: 0
  – Slew at the pin with the worst max-slew slack: 0.367 ns
  – Sum Neg Setup Slack: 0 ns
  – Final number of hold-violating endpoints: 0
  – Final setup violation count: 0

Worst hold path
  – Min-Delay Path Class: reg2reg

Setup path
  – Crit Path Max Fanout: 7
  – Worst endpoint required time: 3.87 ns
  – Kind of critical path: in2reg
  – Data arrival time at the worst-slack endpoint: 2.47 ns
  – Startpoint kind of the worst setup timing path: primary input
  – CP Capture Type: register

Flow run
  – Maximum capacitance violations: 0
  – Number of logged tool warnings: 25

Power and ir drop
  – Internal power: 0.344 mW
  – Logic gate share of total power: 57.8%
  – Clk network pwr share: 12.1%
  – Leakage dissipation: 0.267 nW
  – Sw Ratio: 35.1%
  – Net Switching: 0.186 mW
  – Peak ir drop on the vdd network: 0.176 mV
  – Sequential cell fraction of total power: 30.1%
  – Power, Total: 0.530 mW
  – Power density normalized to cell area: 800 nW/um^2

Place
  – Count of buffers from port buffering: 10
  – Global placement routability congestion: 0.817
  – Placed cell area: 639 um^2
  – Post-detail-place hpwl: 865 um
## cell usage in the layout, fill, tap and decap left out, drive strengths merged
| cell | Yosys | routed |
|---|---|---|
| nor2b | 1 | 1 |
| nor2 | 3 | 3 |
| xor2 | 1 | 1 |
| xnor2 | 5 | 5 |
| o21bai | 1 | 1 |
| ha | 6 | 6 |
| clkbuf | 0 | 3 |
| inv | 3 | 3 |
| fa | 1 | 1 |
| a211oi | 2 | 2 |
| nand2 | 3 | 3 |
| o211ai | 1 | 1 |
| a41oi | 1 | 1 |
| a21oi | 5 | 5 |
| dfrtp | 8 | 8 |
| a21o | 1 | 1 |
| o21ai | 2 | 2 |
| clkdlybuf4s50 | 0 | 10 |
## final timing paths
check	startpoint	to	slack (ns)	cells after the start
setup / recovery	dir	count[6]$_DFF_PN0_	1.40	7
hold / removal	count[0]$_DFF_PN0_	count[0]$_DFF_PN0_	0.54	1
setup reg to reg	count[0]$_DFF_PN0_	count[6]$_DFF_PN0_	2.07	5
hold reg to reg	count[0]$_DFF_PN0_	count[0]$_DFF_PN0_	0.54	1
max in group asynchronous	reset	count[3]$_DFF_PN0_	2.66	1
min in group asynchronous	reset	count[2]$_DFF_PN0_	0.77	1
## metal layers
| layer | up-vias | global-route usage (%) |
|---|---|---|
| li1 | 182 | - |
| met1 | 155 | 4.05 |
| met2 | 9 | 4.90 |
| met3 | 2 | 2.27 |
| met4 | 0 | 0.352 |
| met5 | - | 0 |
## stage by stage
step                cells  worst slack, ns
finish                103             1.40
global route          103             1.22
CTS                   103             1.38
detailed placement    100             1.14
global placement      100             1.17
floorplan              44             1.81
## cells in the mapped netlist
cell                       instances  area [um^2]
sky130_fd_sc_hd__a211oi_2          1         12.5
sky130_fd_sc_hd__a21o_1            1         7.51
sky130_fd_sc_hd__xnor2_1           5         43.8
sky130_fd_sc_hd__ha_1              6         75.1
sky130_fd_sc_hd__nand2_1           3         11.3
sky130_fd_sc_hd__nor2_1            3         11.3
sky130_fd_sc_hd__a211oi_1          1         7.51
sky130_fd_sc_hd__xor2_1            1         8.76
sky130_fd_sc_hd__inv_1             3         11.3
sky130_fd_sc_hd__o211ai_1          1         7.51
sky130_fd_sc_hd__o21bai_1          1         7.51
sky130_fd_sc_hd__o21ai_0           2         10.0
sky130_fd_sc_hd__nor2b_1           1         6.26
sky130_fd_sc_hd__dfrtp_1           8          200
sky130_fd_sc_hd__a41oi_2           1         16.3
sky130_fd_sc_hd__fa_1              1         20.0
sky130_fd_sc_hd__a21oi_1           5         25.0
## power by group through the flow
stage	logic, mW	registers [mW]	clock network (mW)
4_1_cts	0.314	0.160	0.0674
5_1_grt	0.353	0.164	0.0710
6_report	0.306	0.159	0.0642
## final cells by class
class	count	area [um^2]	area share, %
multi-input cells	33	270	40.8
well taps	46	57.6	8.70
flip-flops and latches	8	200	30.2
inverters	3	11.3	1.70
repair buffers	10	100	15.1
clock buffers	3	22.5	3.40
## cells by family (layout without fill, tap and decap cells)
family | count (synthesis) | after routing | share of synthesized area [%]
AND-OR/OR-AND | 13 | 13 | 19.5
XOR/XNOR | 6 | 6 | 10.9
adder cells (fa/ha/maj) | 7 | 7 | 19.7
buffers and inverters | 3 | 16 | 2.34
flip-flops | 8 | 8 | 41.6
AND/OR/NAND/NOR | 7 | 7 | 5.97
## worst max-delay path: stages
cell and delay [ns]:
sky130_fd_sc_hd__clkdlybuf4s50_1 0.50, sky130_fd_sc_hd__inv_1 0.15, sky130_fd_sc_hd__fa_1 0.43, sky130_fd_sc_hd__a21oi_1 0.20, sky130_fd_sc_hd__o211ai_1 0.13, sky130_fd_sc_hd__a21oi_1 0.18, sky130_fd_sc_hd__xnor2_1 0.14
No activity file was given, so power comes from the tool's default toggle rates.
